==> ./design.v <==
module registrador(input [7:0] wd3, input we, clk, rst, output reg [7:0] out);
	always@( posedge clk or negedge rst) begin
	    if (rst == 0)
	    	out = 0;
	    else if(we == 1)
	      out = wd3;
	end
endmodule
module decoder(input [2:0] in, output reg [7:0] out);
  always@(*)
    case(in)
      0 : out = 1;
      1 : out = 2;
      2 : out = 4;
      3 : out = 8;
      4 : out = 16;
      5 : out = 32;
      6 : out = 64;
      7 : out = 128;
      default: out = 0;
    endcase
endmodule
module mux_8_1(input [7:0] in0, 
                           in1,
                           in2,
                           in3,
                           in4,
                           in5,
                           in6,
                           in7,
               input [2:0] sel, 
               output reg [7:0] out
);
  always@(*)  
    case(sel)
      0 : out = in0;
      1 : out = in1;
      2 : out = in2;
      3 : out = in3;
      4 : out = in4;
      5 : out = in5;
      6 : out = in6;
      7 : out = in7;
      default: out = 0;
    endcase
endmodule
module mux2_1(input [7:0] in0, in1,
               input sel, 
               output reg [7:0] out
);
  always@(*)  
    case(sel)
      0 : out = in0;
      1 : out = in1;
      default: out = 0;
    endcase
endmodule
module AND(input in0, in1, output out);
		assign out = in0 && in1;
endmodule
module mux4_1(input [7:0] in0, in1, in2, in3,
       input [1:0] sel, 
       output reg [7:0] out
);
 always@(*)  
    case(sel)
      0 : out <= in0;
      1 : out <= in1;
		2 : out <= in2;
		3 : out <= in3;
      default: out = 0;
    endcase
endmodule
module bank_register(input [7:0] wd3,
                     input we3,
                     input [2:0] wa3,
                     input clk,
                     input rst,
                     input [2:0] ra1,
                     input [2:0] ra2, 
                     output [7:0] rd1, 
                     output [7:0] rd2, 
							output [7:0] x0, x1, 
										  x2, x3,
										  x4, x5, 
										  x6, x7
);
	wire [7:0] wr1, wr2, wr3, wr4, wr5, wr6, wr7;
	wire [7:0] w_decod;
	wire [7:0] w_enable;
	decoder decod(wa3, w_decod);	
	assign w_enable = w_decod & {8{we3}};
	registrador r1(wd3, w_enable[1], clk, rst, wr1),
		    r2(wd3, w_enable[2], clk, rst, wr2),
		    r3(wd3, w_enable[3], clk, rst, wr3),
		    r4(wd3, w_enable[4], clk, rst, wr4),
		    r5(wd3, w_enable[5], clk, rst, wr5),
		    r6(wd3, w_enable[6], clk, rst, wr6),
		    r7(wd3, w_enable[7], clk, rst, wr7);
	mux_8_1 mux1(8'b0, wr1, wr2, wr3, wr4, wr5, wr6, wr7, ra1, rd1),
          	mux2(8'b0,wr1,wr2,wr3,wr4,wr5,wr6,wr7,ra2, rd2);
	assign x0 = 0;
	assign x1 = wr1;
	assign x2 = wr2;
	assign x3 = wr3;
	assign x4 = wr4;
	assign x5 = wr5;
	assign x6 = wr6;
	assign x7 = wr7;
endmodule
==> ./run.sh <==
#!/bin/bash
# OpenROAD 26Q1-2900-gdf79404cd8, Yosys 0.63+post, stock flow scripts
make -C /OpenROAD-flow-scripts/flow DESIGN_CONFIG=/design/flow/config.mk WORK_HOME=/design/flow/orfs finish
==> ./config.mk <==
export PLATFORM = sky130hd
export DESIGN_NAME = bank_register
export DESIGN_NICKNAME = bank_register
export VERILOG_FILES = /design/flow/design.v
export SDC_FILE = /design/flow/constraint.sdc
export NUM_CORES = 4
export LEC_CHECK = 1
export CORE_UTILIZATION = 40
==> ./constraint.sdc <==
current_design bank_register

set clk_period 2.1
set clk_io_pct 0.2

create_clock -name clk0 -period $clk_period [get_ports {clk}]

set non_clock_inputs [all_inputs -no_clocks]
set_input_delay [expr $clk_period * $clk_io_pct] -clock clk0 $non_clock_inputs
set_output_delay [expr $clk_period * $clk_io_pct] -clock clk0 [all_outputs]
==> CHANGELOG.md <==
### Implementation results

- Antenna diode count: 0
- Reg clk slew, reported paths: 110 ps
- Syn avg cell area: 13.2 um^2
- Count leader, synth: mux2_2
- Num CTS Buffers: 5
- Clock root buffer: clkbuf_8
- IO buf count: 91
- Fin. Hold Viols: 0
- Number of max-cap violations: 0
- Fp util: 0.416
- Top cells, area: dfrtp_1 43%, mux2_2 22%, mux2i_1 8.6%, buf_6 3.1%, o221ai_1 3.0%
- Ys Warns: 3
- Max-area cell share: 0.431
- Area growth from synthesis to layout: 52.3%
- Critical Setup Path Class: register to primary output
- Worst Slack Setup Final: -17.7 ps
- Clk buf depth: 2
- Ys async rst share: 1.00
- Largest net degree at the start of global routing: 21
- Synth flops: 56
- Setup Skew: 0 ps
- Chip area: 8490 um^2
- Ys cells: 246
- Yosys cell types: 33
- Switching power: 1.06 mW
- Fmax: 472 MHz
- DR vias: about 2700
- Clk latency late pin: 310 ps
- DR WL/cell: just under 20 um
- Vias in the first global route: 2640
- Clk network pwr share: 0.173
- Initial antenna violation count: 0
- DRC viols: 0
- Outcome: finished with violations
- Post-synth EDFFs: 0
- Highest net fanout along the worst path: 3
- Sequential area share after synthesis: 0.431
- Share of cells above drive strength 1: 0.480
- Drt via density: 5.36
- Syn Std Cell Area: roughly 3300 um^2
- Ports: 100
- CTS tree: yes
- Remaining antenna violation count: 0
- Starting DRT DRC Count: 90
- Chip Area, Yosys: 3250 um^2
- Largest area contributor in the netlist: dfrtp_1
- Final setup TNS: -17.7 ps
- Failing checks: setup timing
- Switching power share of the total: 0.285
- Setup crit end kind: primary output
- Stage-log warning count: 26
- Leakage: between 2 and 2.5 nW
- DIE WIDTH: ~92 um
- Drt total wl: 9860 um
- First-pass GRT wire length: 15600 um
- Int Pwr: 2.66 mW
- Maximum VDD drop: 409 uV
- Required @ worst endpoint: 1680 ps
- Core area: 7810 um^2
- CTS Sinks: 56
- Pre-Repair DR Iteration Count: 4
- Post-DP HPWL: just under 7000 um
- Hold Crit Class: input pin to asynchronous set/reset pin
- Sequential Power Share: 0.419
- Final Critical Period: 2120 ps
- Final core utilization: 0.634
- PD cells: 750 nW/um^2
- Hold-fix buffer count after cts: 0
- Top cells by count, synth: 64 x mux2_2, 56 x dfrtp_1, 28 x mux2i_1
- Critical Path Start Type: register
- Post-Syn Instances: 246
- GRT overflow: 0
- Routability congestion estimate: 0.826
- Htree depth: 2
- CP arrival: around 1700 ps
- Synth Flop Type: dfrtp_1
- Slew Limit Fails: 0
- Standard-cell rows: 32
- Number of fill cells in the layout: 632
- RSZ-0062 raised after global routing: yes
- GR Util All Layers: 0.251
- Vertical die size: ~90 um
- Combinational Power Share: 0.408
- Final setup fails: 1
- Tcrit/Tclk final: 1.01
worst paths after layout:
check | start | to | slack, ps | depth (start not counted)
min in group clk0 | r4.out[1]$_DFFE_PN0P_ | r4.out[1]$_DFFE_PN0P_ | 580 | 1
max in group asynchronous | rst | r1.out[1]$_DFFE_PN0P_ | 1440 | 2
worst min-delay path | rst | r4.out[7]$_DFFE_PN0P_ | 20 | 1
worst max-delay path | r3.out[3]$_DFFE_PN0P_ | rd1[3] | -20 | 5
worst min register to register | r4.out[1]$_DFFE_PN0P_ | r4.out[1]$_DFFE_PN0P_ | 580 | 1
worst max register to register | r7.out[4]$_DFFE_PN0P_ | r7.out[4]$_DFFE_PN0P_ | 1050 | 3
flip-flops by register name, summed over array words and instances, names as in the netlist:
name	cells
r1.out	8
r2.out	8
r3.out	8
r4.out	8
r5.out	8
r6.out	8
r7.out	8
metrics by stage:
step | setup slack [ps] | hold WS, ps | total power, mW | area (um^2) | cells
after floorplan | 497 | 124 | 2.01 | 3280 | 253
after global routing | -63.4 | 38.6 | 3.93 | 4950 | 500
after CTS | 0.176 | 35.3 | 3.68 | 4900 | 496
after global placement | -593 | 383 | 2.84 | 4390 | 455
final | -17.7 | 22.8 | 3.71 | 4950 | 500
after detailed placement | -568 | 379 | 2.84 | 4390 | 455
critical path, cell delays in order, from the launching register on:
cell,delay [ps]
dfrtp_1,420
buf_4,140
mux2_4,260
a32oi_2,180
o221ai_2,130
dlygate4sd2_1,260
layout by cell type (no fill, tap or decap), drive strengths merged:
cell type / n
o221ai: 11
a21oi: 2
and4bb: 2
buf: 81
nor2: 1
o21ai: 3
clkbuf: 8
a211oi: 5
a32oi: 10
nor3: 1
mux2: 69
mux4: 2
nand4b: 4
and2: 2
a221oi: 2
a21o: 3
clkinvlp: 1
nand4: 1
dfrtp: 56
dlymetal6s2s: 1
o22ai: 1
dlygate4sd2: 12
and3b: 1
nor2b: 4
nand2: 2
nand3: 2
conb: 8
clkdlybuf4s50: 70
nand2b: 5
mux2i: 28
routing by layer:
| layer | global-route usage | wire length (um) | vias to the layer above |
|---|---|---|---|
| li1 | - | - | 1239 |
| met1 | 0.423 | 4850 | 1344 |
| met2 | 0.375 | 4450 | 88 |
| met3 | 0.0270 | 441 | 11 |
| met4 | 0.0260 | 119 | 0 |
| met5 | 0 | 0 | - |
repair_timing:
action	4_1_cts	5_1_grt
endpoints found under the setup margin	16	6
resized	85	10
buffers inserted	33	5
cloned	2	0
pin swaps	14	5
power by group through the flow:
stage	sequential [mW]	combinational (mW)	clock [mW]
final	1.56	1.52	0.643
after global routing	1.59	1.65	0.691
after CTS	1.55	1.48	0.648
cell type report:
class,count,area [um^2],area share
multi-input combinational,169,1820,0.368
timing repair buffer,165,1510,0.304
sequential,56,1400,0.283
tap,102,128,0.0258
clock buffer,7,86.3,0.0174
clock inverter,1,7.51,0.00152
cells by family after synthesis:
| kind of cell | share of synthesized area |
|---|---|
| other | 0.00115 |
| flip-flops | 0.431 |
| multiplexers | 0.345 |
| AND-OR/OR-AND | 0.0901 |
| AND/OR/NAND/NOR | 0.0643 |
| buffers and inverters | 0.0685 |
Power figures rest on the tool's default switching activity, not on a simulated workload.
