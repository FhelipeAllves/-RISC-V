$ cat flow/run.sh
#!/bin/bash
# OpenROAD 26Q1-2900-gdf79404cd8, Yosys 0.63+post, stock flow scripts
make -C /OpenROAD-flow-scripts/flow DESIGN_CONFIG=/design/flow/config.mk WORK_HOME=/design/flow/orfs finish
$ cat flow/config.mk
export PLATFORM = sky130hd
export DESIGN_NAME = LCD_TEST
export DESIGN_NICKNAME = LCD_TEST
export VERILOG_FILES = /design/flow/design.v
export SDC_FILE = /design/flow/constraint.sdc
export NUM_CORES = 4
export LEC_CHECK = 1
export CORE_UTILIZATION = 40
$ cat flow/constraint.sdc
current_design LCD_TEST

set clk_period 2.8
set clk_io_pct 0.2

create_clock -name clk0 -period $clk_period [get_ports {iCLK}]

set non_clock_inputs [all_inputs -no_clocks]
set_input_delay [expr $clk_period * $clk_io_pct] -clock clk0 $non_clock_inputs
set_output_delay [expr $clk_period * $clk_io_pct] -clock clk0 [all_outputs]
$ cat flow/design.v
module LCD_Controller (	 
						iDATA,iRS,
						iStart,oDone,
						iCLK,iRST_N,
						LCD_DATA,
						LCD_RW,
						LCD_EN,
						LCD_RS	);
parameter	CLK_Divide	=	16;
input	[7:0]	iDATA;
input	iRS,iStart;
input	iCLK,iRST_N;
output	reg		oDone;
output	[7:0]	LCD_DATA;
output	reg		LCD_EN;
output			LCD_RW;
output			LCD_RS;
reg		[4:0]	Cont;
reg		[1:0]	ST;
reg		preStart,mStart;
assign	LCD_DATA	=	iDATA; 
assign	LCD_RW		=	1'b0;
assign	LCD_RS		=	iRS;
always@(posedge iCLK or negedge iRST_N)
begin
	if(!iRST_N)
	begin
		oDone	<=	1'b0;
		LCD_EN	<=	1'b0;
		preStart<=	1'b0;
		mStart	<=	1'b0;
		Cont	<=	0;
		ST		<=	0;
	end
	else
	begin
		preStart<=	iStart;
		if({preStart,iStart}==2'b01)
		begin
			mStart	<=	1'b1;
			oDone	<=	1'b0;
		end
		if(mStart)
		begin
			case(ST)
			0:	ST	<=	1;	 
			1:	begin
					LCD_EN	<=	1'b1;
					ST		<=	2;
				end
			2:	begin					
					if(Cont<CLK_Divide)
					Cont	<=	Cont+1;
					else
					ST		<=	3;
				end
			3:	begin
					LCD_EN	<=	1'b0;
					mStart	<=	1'b0;
					oDone	<=	1'b1;
					Cont	<=	0;
					ST		<=	0;
				end
			endcase
		end
	end
end
endmodule
module	LCD_TEST (	 
					iCLK,iRST_N,
					d0x0,d0x1,d0x2,d0x3,d0x4,d0x5,d1x0,d1x1,d1x2,d1x3,d1x4,d1x5,
					LCD_DATA,LCD_RW,LCD_EN,LCD_RS	);
input			iCLK,iRST_N;
input  [7:0] d0x0,d0x1,d0x2,d0x3,d0x4,d0x5,d1x0,d1x1,d1x2,d1x3,d1x4,d1x5;
output	[7:0]	LCD_DATA;
output			LCD_RW,LCD_EN,LCD_RS;
reg	[5:0]	LUT_INDEX;
reg	[8:0]	LUT_DATA;
reg	[5:0]	mLCD_ST;
reg	[17:0]	mDLY;
reg			mLCD_Start;
reg	[7:0]	mLCD_DATA;
reg			mLCD_RS;
wire		mLCD_Done;
parameter	LCD_INTIAL	=	0;
parameter	LCD_RESTART	=	4;
parameter	LCD_LINE1	=	5;
parameter	LCD_CH_LINE	=	LCD_LINE1+16;
parameter	LCD_LINE2	=	LCD_LINE1+16+1;
parameter	LUT_SIZE	=	LCD_LINE2+16-1;
always@(posedge iCLK or negedge iRST_N)
begin
	if(!iRST_N)
	begin
		LUT_INDEX	<=	0;
		mLCD_ST		<=	0;
		mDLY		<=	0;
		mLCD_Start	<=	0;
		mLCD_DATA	<=	0;
		mLCD_RS		<=	0;
	end
	else
	begin
		begin
			case(mLCD_ST)
			0:	begin
					mLCD_DATA	<=	LUT_DATA[7:0];
					mLCD_RS		<=	LUT_DATA[8];
					mLCD_Start	<=	1;
					mLCD_ST		<=	1;
				end
			1:	begin
					if(mLCD_Done)
					begin
						mLCD_Start	<=	0;
						mLCD_ST		<=	2;					
					end
				end
			2:	begin
					if(mDLY<18'h3FFFE)
					mDLY	<=	mDLY+1;
					else
					begin
						mDLY	<=	0;
						mLCD_ST	<=	3;
					end
				end
			3:	begin
					if(LUT_INDEX<LUT_SIZE)
						LUT_INDEX	<=	LUT_INDEX+1;
					else
						LUT_INDEX	<=	LCD_RESTART;
					mLCD_ST	<=	0;
				end
			endcase
		end
	end
end
function [8:0] hex2char;
	input [3:0] h;
	hex2char = (h>9 ? 9'h137 : 9'h130) + h;	
endfunction
always
begin
	case(LUT_INDEX)
	LCD_INTIAL+0:	LUT_DATA	<=	9'h038;
	LCD_INTIAL+1:	LUT_DATA	<=	9'h00C;
	LCD_INTIAL+2:	LUT_DATA	<=	9'h001;
	LCD_INTIAL+3:	LUT_DATA	<=	9'h006;
	LCD_INTIAL+4:	LUT_DATA	<=	9'h080;
	LCD_LINE1+0:	LUT_DATA	<=	hex2char(d0x0[ 7: 4]);
	LCD_LINE1+1:	LUT_DATA	<=	hex2char(d0x0[ 3: 0]);
	LCD_LINE1+2:	LUT_DATA	<=	9'h120;
	LCD_LINE1+3:	LUT_DATA	<=	hex2char(d0x1[ 7: 4]);             
	LCD_LINE1+4:	LUT_DATA	<=	hex2char(d0x1[ 3: 0]);
	LCD_LINE1+5:	LUT_DATA	<=	9'h120;
	LCD_LINE1+6:	LUT_DATA	<=	hex2char(d0x2[ 7: 4]);           
	LCD_LINE1+7:	LUT_DATA	<=	hex2char(d0x2[ 3: 0]);
	LCD_LINE1+8:	LUT_DATA	<=	9'h120;
	LCD_LINE1+9:	LUT_DATA	<=	hex2char(d0x3[ 7: 4]);          
	LCD_LINE1+10:	LUT_DATA	<=	hex2char(d0x3[ 3: 0]);
	LCD_LINE1+11:	LUT_DATA	<=	9'h120;
	LCD_LINE1+12:	LUT_DATA	<=	hex2char(d0x4[ 7: 4]);             
	LCD_LINE1+13:	LUT_DATA	<=	hex2char(d0x4[ 3: 0]);
	LCD_LINE1+14:	LUT_DATA	<=	9'h120;
	LCD_LINE1+15:	LUT_DATA	<=	hex2char(d0x5[ 3: 0]);
	LCD_CH_LINE:	LUT_DATA	<=  9'h0C0;	                    
	LCD_LINE2+0:	LUT_DATA	<=	hex2char(d1x0[ 7: 4]);
	LCD_LINE2+1:	LUT_DATA	<=	hex2char(d1x0[ 3: 0]);
	LCD_LINE2+2:	LUT_DATA	<=	9'h120;
	LCD_LINE2+3:	LUT_DATA	<=	hex2char(d1x1[ 7: 4]);             
	LCD_LINE2+4:	LUT_DATA	<=	hex2char(d1x1[ 3: 0]);
	LCD_LINE2+5:	LUT_DATA	<=	9'h120;
	LCD_LINE2+6:	LUT_DATA	<=	hex2char(d1x2[ 7: 4]);           
	LCD_LINE2+7:	LUT_DATA	<=	hex2char(d1x2[ 3: 0]);
	LCD_LINE2+8:	LUT_DATA	<=	9'h120;
	LCD_LINE2+9:	LUT_DATA	<=	hex2char(d1x3[ 7: 4]);          
	LCD_LINE2+10:	LUT_DATA	<=	hex2char(d1x3[ 3: 0]);
	LCD_LINE2+11:	LUT_DATA	<=	9'h120;
	LCD_LINE2+12:	LUT_DATA	<=	hex2char(d1x4[ 7: 4]);             
	LCD_LINE2+13:	LUT_DATA	<=	hex2char(d1x4[ 3: 0]);
	LCD_LINE2+14:	LUT_DATA	<=	9'h120;
	LCD_LINE2+15:	LUT_DATA	<=	hex2char(d1x5[ 3: 0]);
	default:	    LUT_DATA	<=	9'h120;
	endcase
end
LCD_Controller 		u0	(	 
							.iDATA(mLCD_DATA),
							.iRS(mLCD_RS),
							.iStart(mLCD_Start),
							.oDone(mLCD_Done),
							.iCLK(iCLK),
							.iRST_N(iRST_N),
							.LCD_DATA(LCD_DATA),
							.LCD_RW(LCD_RW),
							.LCD_EN(LCD_EN),
							.LCD_RS(LCD_RS)	);
endmodule
==> flow_metrics.tcl <==
# metrics dict for downstream scripts
set metrics [dict create \
    setup_viol 0 \
    ff_type "dfrtp_1" \
    dp_hpwl_microns 20600 \
    hold_path_class "primary input to asynchronous set/reset pin" \
    drt-initial-drc-count 362 \
    rsz0062_at_grt "yes" \
    row_count 45 \
    reg2reg_depth 10 \
    combGateArea_sq_mm 0.00491 \
    p_per_area_mw_per_mm2 233 \
    ir_worst_vdd_mv 0.291 \
    grt_use_total_pct 32.0 \
    ys_cells 774 \
    finalCriticalPeriod_ns 2.75 \
    slew_headroom_pct 45.0 \
    r2r-end "mLCD_DATA[3]$_DFFE_PN0P_" \
    ioPinCount 109 \
    antenna_found_initial 0 \
    wl_per_cell_microns 20.0 \
    final_common_cell "buf_4" \
    clock-sinks 51 \
    startpoint_type "primary input" \
    most-common-layout-cells "189 x buf_4, 93 x clkdlybuf4s50_1, 70 x nand2_1" \
    yosysChipArea_sq_mm 0.00622 \
    die_w_microns 127 \
    num_vias 6974 \
    cp.required_ns 2.97 \
    ys_types 69 \
    clock_latency_ns 0.29 \
    final_area_sq_mm 0.00913 \
    clk_pin_slew_worst_paths_ns 0.07 \
    critPathCaptureType "flop" \
    synth-seq-cells 51 \
    rrSetupSlack_ns 0.10 \
    grt_pass1_wl_microns 37700 \
    grt_pass1_vias 6776 \
    fin_cells 1230 \
    gp_congestion 0.969 \
    seq_area_frac_synth_pct 20.6 \
    firstDrtPassIters 4 \
    coreArea_sq_mm 0.0152 \
    clockBufferDepth 2 \
    fmax_ghz 0.363 \
    maxSlewViolCount 0 \
    finalClockSkew_ns 0.00616 \
    antenna_cells_inserted 0 \
    outcome "complete, no violations" \
    warning_count 38 \
    placed_area_sq_mm 0.00875 \
    syn2layout_area_growth_pct 46.8 \
    initial_core_util_pct 40.9 \
    grt.overflow.total 0 \
    fp.dieH_microns 127 \
    ys_warn_count 2 \
    dieArea_sq_mm 0.0161 \
    period_used_pct 98.4 \
    edf_count 0 \
    fin_tns_setup_ns 0 \
    register_area_sq_mm 0.00128 \
    avgViaCountPerCell 5.67 \
    grt_max_degree 43 \
    drtAntennaViolNets 0 \
    netlist_instances 774 \
    crit_type "primary input to flop" \
    io_buffers 99 \
    tightest_slew_ns 0.818 \
    cts-buffers-inserted 5 \
    arrival_ns 2.92 \
    avgSynthCellArea_sq_um 8.04 \
    cts_max_level 2 \
    r2r_start "LUT_INDEX[3]$_DFFE_PN0P_" \
    syn_area_sq_mm 0.00622 \
    hold_viol 0 \
    async_reset_ff_share_pct 100 \
    fillers 1295 \
    final_util_pct 60.1 \
    cts_root_buffer "clkbuf_16" \
    wl_microns 24600 \
    drv_cap 0 \
    cp_max_fo 2 \
    cts_tree "built" \
    dp.cells 1222 \
    layout-drive-gt1-share_pct 24.6 \
    drc 0 \
    p_leak_nw 4.17 \
]
## worst max path at each step
| stage | from | to |
|---|---|---|
| 4_1_cts | d0x0[6] | mLCD_DATA[6]$_DFFE_PN0P_ |
| 6_report | d1x1[5] | mLCD_DATA[6]$_DFFE_PN0P_ |
| 5_1_grt | d1x4[1] | mLCD_DATA[3]$_DFFE_PN0P_ |
## layer usage
layer  wire length (microns)  global-route usage, %
met3                    1700                   8.59
met5                       0                      0
met4                     736                   8.75
met1                   11500                   46.5
met2                   10600                   47.8
## stage by stage
stage / total power [mW] / hold slack [ns] / setup WS, ns
6_report: 2.13 / 0.121 / 0.0453
3_5_place_dp: 1.49 / 0.419 / -0.847
3_3_place_gp: 1.47 / 0.412 / -0.853
4_1_cts: 2.12 / 0.127 / 0.00866
5_1_grt: 2.25 / 0.130 / -0.0498
2_1_floorplan: 1.02 / 0.264 / 0.148
## report_power, final
group          switching, mW  leakage [nW]  internal (mW)
Combinational          0.352          3.42          0.415
Sequential          0.000908         0.680          0.737
Clock                  0.286        0.0717          0.336
## what timing repair did
item                                    in CTS  in global routing
hold buffers                                 0                  0
endpoints found under the setup margin       4                  7
resized                                     20                 42
pin swaps                                    7                 19
setup buffers                                1                  0
## critical path: stages
cell,delay (ns)
clkdlybuf4s50_1,0.43
o21a_1,0.21
ha_2,0.19
fa_2,0.35
a21oi_2,0.16
nor2b_1,0.09
a22o_1,0.25
a2111o_1,0.34
nor4_2,0.25
o22ai_1,0.10
## cells in the mapped netlist, drive strengths merged, types with 20 or more instances
master,count,area [sq um]
a21o,27,203
a21oi,38,190
a22oi,26,195
clkbuf,20,75.1
dfrtp,49,1230
ha,51,638
inv,31,116
nand2,71,267
nand2b,24,150
nand3,23,115
nor2,58,218
nor2b,40,250
o21ai,48,240
xor2,20,175
## state kept, by name, indices dropped and copies added, names as in the netlist, 2 cells and up, named ones only
| signal | cells |
|---|---|
| mLCD_ST | 4 |
| u0.Cont | 5 |
| mLCD_DATA | 8 |
| mDLY | 18 |
| LUT_INDEX | 6 |
| u0.ST | 2 |
## logic make-up after synthesis
| kind of cell | Yosys count | share of synthesized area, % |
|---|---|---|
| simple gates | 302 | 25.9 |
| compound gates | 247 | 27.3 |
| fa+ha+maj | 67 | 15.4 |
| buf+inv | 60 | 4.00 |
| flops | 51 | 20.6 |
| xor+xnor | 32 | 4.51 |
| mux | 14 | 2.27 |
| other cells | 1 | 0.0603 |
## layout make-up
cell class                 count  area share, %
clock buffer                   5           1.37
clock inverter                 3          0.260
inverter                      31           1.27
multi-input combinational    663           53.8
sequential                    51           14.0
tap                          188           2.58
timing repair buffer         289           26.7
Power figures rest on the tool's default switching activity, not on a simulated workload.
