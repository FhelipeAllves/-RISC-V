**design/flow/design.v**
```verilog
module RAM(input WE, rst, clk,
        input [7:0] A, WD, 
        output reg [7:0] RD);
  integer i;
  reg [7:0] mem [255:0];
  always @(posedge clk, negedge rst) begin
    if(!rst)
      for (i = 0; i < 256; i = i + 1)
        mem[i] <= 0;
    else if(WE == 1)
      mem[A] <= WD;	
  end
  always @(*) 
	RD = mem[A];
endmodule
```
**design/flow/run.sh**
```bash
#!/bin/bash
# OpenROAD 26Q1-2900-gdf79404cd8, Yosys 0.63+post, stock flow scripts
make -C /OpenROAD-flow-scripts/flow DESIGN_CONFIG=/design/flow/config.mk WORK_HOME=/design/flow/orfs finish
```
**design/flow/config.mk**
```make
export PLATFORM = sky130hd
export DESIGN_NAME = RAM
export DESIGN_NICKNAME = RAM
export VERILOG_FILES = /design/flow/design.v
export SDC_FILE = /design/flow/constraint.sdc
export NUM_CORES = 4
export LEC_CHECK = 1
export CORE_UTILIZATION = 50
```
**design/flow/constraint.sdc**
```tcl
current_design RAM

set clk_period 8.0
set clk_io_pct 0.2

create_clock -name clk0 -period $clk_period [get_ports {clk}]

set non_clock_inputs [all_inputs -no_clocks]
set_input_delay [expr $clk_period * $clk_io_pct] -clock clk0 $non_clock_inputs
set_output_delay [expr $clk_period * $clk_io_pct] -clock clk0 [all_outputs]
```
==> Slide: Implementation Results <==
Run Summary

Clock network
  – Late-Pin Clk Latency: 0.91 ns
  – Root buf cell: clkbuf_16
  – Post-CTS Hold Buffers: 0
  – Worst-path clk slew: 0.06 ns
  – Total CTS buffers: 214
  – Post-CTS repair timing setup buffer count: 0
  – CTS tree: done
  – CTS Buffer Depth: 3
  – H-tree depth: 4
  – Clock sinks: 2048

Final layout
  – Top flop regs: mem (2048)
  – Biggest register: mem
  – FILL cells: 14100
  – Area Overhead vs Synth: 16.1%
  – Share of cells above drive strength 1: 43.5%
  – Max reg flops: 2048
  – Non-Filler Instances: 10100
  – Fin area: 107000 µm²

Synth
  – Cell Area, Synth: 92300 µm²
  – Dominant cell area share: 55.5%
  – Yosys cell count: 6984
  – Post-synth EDFFs: 0
  – Synthesis Warnings: 2
  – Main area contributors: dfrtp_1, mux2_2, a22oi_1, nand3_1, a32oi_1
  – Post-synth area from yosys stat: 92300 µm²
  – Distinct cells, synth: 82
  – Synth mux share: 25.0%
  – Synth Area in Simple Gates: 6.77%
  – Sequential-to-total area share from yosys stat: 55.5%
  – XORs/XNORs by Area: 0.0285%
  – Synth Instances: 6984
  – Synth top cell by count: dfrtp_1
  – FA/HA/MAJ Cells, Area Fraction: 0%
  – Synth cell count leaders: dfrtp_1, mux2_2, a22oi_1, clkbuf_1, nand3_1
  – Dominant cell type by area after synthesis: dfrtp_1
  – Ys async rst share: 100%
  – Synthesized area per cell: 13.2 µm²
  – #FFs+latches synth: 2048
  – Main logic family: multiplexers
  – Main flop type: dfrtp_1
  – Ao+oa area frac: 9.50%

GRT
  – Largest net degree at the start of global routing: 130
  – GRT Util Overall: 65.8%
  – Antenna violations before repair: 120
  – GRT Residual Overflow: 0
  – Number of global-route vias before repair: 76500
  – First-pass GRT wire length: 748000 µm

Timing
  – Endpoints failing hold: 0
  – Setup TNS: -1.84 ns
  – Fin crit share: 105%
  – Final worst setup slack: -0.387 ns
  – Slew Limit Fails: 1
  – Final setup fails: 8
  – Max Fclk: 119 MHz
  – Fin Clk Skew: 0 ns
  – Crit path time final: 8.39 ns
  – Slew HR: -6.48%
  – Worst Tran Pin Value: 1.60 ns

Place
  – GPL Wtd Cong: 1.17
  – PortBufs: 26
  – DP HPWL: 397000 µm
  – DP Area: 99700 µm²
  – Placed instance count: 9581

Setup path
  – CP Depth: 11
  – Cell family with the largest share of critical-path delay: simple AND/OR/NAND/NOR gates
  – CP endpoint kind: output port
  – CP Class: input pin to output port
  – CP Data Required Time: 6.40 ns
  – Slowest cell delay on critical path: 1.22 ns
  – Crit-path max FO: 30
  – Cell depth of the worst flop-to-flop path: 1
  – R2r setup slk: 6.85 ns
  – Launching point of the worst reg2reg path: mem[82][7]
  – Startpoint Class: input pin
  – Worst EP arrival: 6.79 ns
  – Worst path bufs/invs: 4
  – Reg2reg end: mem[82][7]
  – CP Cell Sequence: buf_2 -> nand4b_1 -> nor2_1 -> buf_4 -> a22oi_1 -> nand3_1 -> nor4_1 -> and3_1 -> a41oi_2 -> buf_4 -> clkdlybuf4s50_1
  – Top cell by count, worst path: buf_4
  – Slowest CP cell: nor4_1

Power
  – Pwr dens: 216 nW/µm²
  – Max rail drop VDD: 0.000204 V
  – P_leak: 51.1 nW

Min path
  – WHS Path Cells: 1
  – Hold_sp: mem[78][2]
  – Hold Crit Class: register to register
  – Worst Hold End: mem[78][2]

Die
  – Row count: 157
  – CORE AREA: 183000 µm²
  – Die Ht: 432 µm
  – I/O pins: 27
  – Chip area: 186000 µm²
  – Fp_density: 50.4%
  – Die width: 432 µm

Drt
  – Routed len/inst: 57.3 µm
  – Final WL: 579000 µm
  – DR iter-0 viols: 10600
  – DRC viols: 0
  – DR pass1 iterations: 10
  – Vias: 80500
  – ANT nets after route: 0
  – Routed vias/inst: 7.97

Run
  – Tool warning count: 71
  – Max-Cap Viols: 0

Status
  – Failing checks: slew limit, setup timing
  – Status: complete, but fails checks
-- placed cells by master (no fill, tap or decap), types with 44 or more instances in the layout --
cell type  synthesis  routed
diode_2            0     141
nand3_1          333     324
buf_4             30     625
a22o_1            71      71
a32oi_1          186     186
o22ai_1          165     163
nor2_1           151     148
and3_1            65      65
nand2_1          230     209
dfrtp_1         2048    2048
clkbuf_8           0      53
nand4_1          114     114
clkbuf_16          0     220
a22oi_1          438     435
a21oi_1           51      51
a222oi_1          58      58
clkbuf_1         338      48
buf_12             0      91
mux2_2          2044    2044
nor4_1            58      44
-- cell type report --
type / count / area [µm²] / area share [%]
inverters: 5 / 18.8 / 0.0175
clock buffers: 321 / 6410 / 5.99
flip-flops and latches: 2048 / 51200 / 47.8
diodes: 141 / 353 / 0.329
multi-input cells: 4321 / 38600 / 36.1
repair buffers: 743 / 6800 / 6.35
clock inverters: 59 / 573 / 0.535
well taps: 2464 / 3080 / 2.88
-- what timing repair did --
item,4_1_cts,5_1_grt
resized,14,9
pin swaps,1,0
gates cloned,0,0
setup endpoints to repair,6,5
-- logic make-up (layout without fill, tap and decap cells) --
logic type | count (synthesis) | in the layout
xor+xnor | 3 | 3
other cells | 0 | 141
flops | 2048 | 2048
mux | 2051 | 2051
simple gates | 1146 | 1146
compound gates | 1121 | 1121
buf+inv | 615 | 1128
-- per-layer routing --
metal  track usage, %  up-vias  share of wire, %
li1                 -    27600                 -
met1             68.8    40700                30
met2             74.9     8904                36
met3             58.4     3163                21
met4             57.5      182                12
met5             41.0        -               1.4
-- worst max path at each step --
stage / endpoint / slack [ns] / from
6_report: RD[3] / -0.39 / A[0]
5_1_grt: RD[1] / -0.002 / A[6]
4_1_cts: RD[7] / 0.006 / A[7]
-- stage by stage --
stage,power (mW),util [%],hold WS [ns],worst slack [ns]
after floorplan,12.0,-,0.456,2.62
after global placement,12.9,54.4,0.471,-0.818
after detailed placement,13.0,54.4,0.473,-0.452
after CTS,22.9,58.2,0.486,0.00578
after global routing,23.4,58.4,0.509,-0.00152
final,23.1,58.5,0.498,-0.387
-- power breakdown --
part           internal (mW)  switching, mW
sequential              10.8          0.348
clock                   5.75           4.45
combinational          0.556           1.15
Power and IR drop assume default switching activity.
